**flow/design.v**
```verilog
module ButtonCount(input clk, input button, output[7:0] segment, output[7:0] digit, 
output TxD);
wire button_state, button_up, button_down;
debounce DB(
.clk				(clk),
.button 			(button),
.button_state	(button_state),
.button_up		(button_up),
.button_down	(button_down));
reg[3:0] d0 = 3'd0;
reg[3:0] d1 = 3'd0;
reg[3:0] d2 = 3'd0;
reg[3:0] d3 = 3'd0;
reg[3:0] d4 = 3'd0;
reg[3:0] d5 = 3'd0;
reg[3:0] d6 = 3'd0;
reg[3:0] d7 = 3'd0;
reg[2:0] sdigit = 0;
reg[3:0] sdigit_val = 3'd0;
wire hztick;
HZGenerator hz(
.clk(clk),
.tick(hztick)
);
always @(posedge clk)
begin
	if (hztick) 
		sdigit <= sdigit + 3'd1;
end
reg[23:0] tx_to_send = 0;
reg send = 0;
always @(*)
begin
		case (sdigit) 
		3'd0: begin sdigit_val = d0; end
		3'd1: begin sdigit_val = d1; end
		3'd2: begin sdigit_val = d2; end
		3'd3: begin sdigit_val = d3; end
		3'd4: begin sdigit_val = d4; end
		3'd5: begin sdigit_val = d5; end
		3'd6: begin sdigit_val = d6; end
		3'd7: begin sdigit_val = d7; end
		endcase
	end
always @(posedge clk)
begin
	send = button_up & ~send;
	if (button_up)
	begin
		d0 = d0 + 3'd1;
		tx_to_send = tx_to_send + 23'd1;
		if (d0 == 10) begin d1 = d1 + 3'd1; d0 = 3'd0; end;
		if (d1 == 10) begin d2 = d2 + 3'd1; d1 = 3'd0; end;
		if (d2 == 10) begin d3 = d3 + 3'd1; d2 = 3'd0; end;
		if (d3 == 10) begin d4 = d4 + 3'd1; d3 = 3'd0; end;
		if (d4 == 10) begin d5 = d5 + 3'd1; d4 = 3'd0; end;
		if (d5 == 10) begin d6 = d6 + 3'd1; d5 = 3'd0; end;
		if (d6 == 10) begin d7 = d7 + 3'd1; d6 = 3'd0; end;
		if (d7 == 10) begin d1 = d1 + 3'd1; d7 = 3'd0; end;
		end
end
RS232TX rs232tx(
	.clk(clk),
	.Tx_start(send),
	.dbuffer(tx_to_send),
	.Tx(TxD)
);
LED led(
.clk(clk),
.enable(hztick),
.val (sdigit_val),
.sidx (sdigit),
.digit(digit),
.segment(segment));
endmodule
module HZGenerator (input clk, output tick);
reg[14: 0] cnt;
always @(posedge clk)
begin
	cnt <= cnt + 15'd1;
end
assign tick = &cnt;
endmodule
module LED (input clk, input enable, input [3:0] val, input [2:0] sidx, output reg[7:0] digit, output reg[7:0] segment);
always @(posedge clk)
begin
	if (enable)
	begin
		case (sidx)
		3'd0: begin digit <= 8'b11111110; end
		3'd1: begin digit <= 8'b11111101; end
		3'd2: begin digit <= 8'b11111011; end
		3'd3: begin digit <= 8'b11110111; end
		3'd4: begin digit <= 8'b11101111; end
		3'd5: begin digit <= 8'b11011111; end
		3'd6: begin digit <= 8'b10111111; end
		3'd7: begin digit <= 8'b01111111; end
		default: begin digit <= 8'b11111111; end
		endcase
		case (val)
		3'b000: begin segment <= 8'b00000011; end
		3'b001: begin segment <= 8'b10011111; end
		3'b010: begin segment <= 8'b00100101; end
		3'b011: begin segment <= 8'b00001101; end
		3'b100: begin segment <= 8'b10011001; end
		3'b101: begin segment <= 8'b01001001; end
		3'b110: begin segment <= 8'b01000001; end
		3'b111: begin segment <= 8'b00011111; end
		4'b1000: begin segment <= 8'b00000001; end
		4'b1001: begin segment <= 8'b00001001; end
		default: begin segment <= 8'b11111111; end
		endcase	
	end
end
endmodule
module RS232TX (
	input clk,
	input Tx_start,
	input [23:0] dbuffer,
	output Tx,
	output Tx_busy
);
wire bittick;
wire[7:0] Tx_data = dbuffer[7:0];
RS232Baud baud(
	.clk(clk),
	.enable(Tx_busy),
	.tick(bittick)
);
reg[3:0] Tx_state = 0;
wire Tx_ready = (Tx_state==0);
assign Tx_busy = ~Tx_ready;
reg[7:0] Tx_shift = 0;
always @(posedge clk)
begin
	if (Tx_ready & Tx_start)
		Tx_shift <= Tx_data;
	else
		if (Tx_state[3] & bittick)
			Tx_shift <= (Tx_shift >> 1);
	case(Tx_state)
		4'b0000: if(Tx_start) Tx_state <= 4'b0100;   
		4'b0100: if (bittick) Tx_state <= 4'b1000;   
		4'b1000: if (bittick) Tx_state <= 4'b1001;   
		4'b1001: if (bittick) Tx_state <= 4'b1010;   
 		4'b1010: if (bittick) Tx_state <= 4'b1011;   
		4'b1011: if (bittick) Tx_state <= 4'b1100;   
		4'b1100: if (bittick) Tx_state <= 4'b1101;   
		4'b1101: if (bittick) Tx_state <= 4'b1110;   
		4'b1110: if (bittick) Tx_state <= 4'b1111;   
		4'b1111: if (bittick) Tx_state <= 4'b0010;   
		4'b0010: if (bittick) Tx_state <= 4'b0011;   
		4'b0011: if (bittick) Tx_state <= 4'b0000;   
		default: if (bittick) Tx_state <= 4'b0000;
	endcase		
end
assign Tx = (Tx_state < 4) | (Tx_state[3] & Tx_shift[0]);
endmodule
module RS232Baud(
	input clk,
	input enable,
	output tick
);
parameter ClkFrequency = 50000000;
parameter Baud = 115200;
parameter Oversampling = 1;
function integer log2(input integer v); begin log2=0; while(v>>log2) log2=log2+1; end endfunction
localparam AccWidth = log2(ClkFrequency/Baud)+8;   
reg [AccWidth:0] Acc = 0;
localparam ShiftLimiter = log2(Baud*Oversampling >> (31-AccWidth));   
localparam Inc = ((Baud*Oversampling << (AccWidth-ShiftLimiter))+(ClkFrequency>>(ShiftLimiter+1)))/(ClkFrequency>>ShiftLimiter);
always @(posedge clk) if(enable) Acc <= Acc[AccWidth-1:0] + Inc[AccWidth:0]; else Acc <= Inc[AccWidth:0];
assign tick = Acc[AccWidth];
endmodule
module debounce(clk, button, button_state, button_up, button_down);
input clk;
input button;
output reg button_state;
output button_up;
output button_down;
reg sync1;
always @(posedge clk)
begin
	sync1 <= ~button;
end
reg sync2;
always @(posedge clk)
begin
	sync2 <= sync1;
end
reg[15:0] PB_cnt;
wire PB_idle = (button_state==sync2);
wire PB_cnt_max = &PB_cnt;
always @(posedge clk)
if (PB_idle)
	PB_cnt <= 0;
else
begin
	PB_cnt <= PB_cnt + 16'd1;
	if (PB_cnt_max) button_state <= ~button_state;
end
assign button_down = ~PB_idle & PB_cnt_max & ~button_state;
assign button_up = ~PB_idle & PB_cnt_max & button_state;
endmodule
```
**flow/run.sh**
```bash
#!/bin/bash
# OpenROAD 26Q1-2900-gdf79404cd8, Yosys 0.63+post, stock flow scripts
make -C /OpenROAD-flow-scripts/flow DESIGN_CONFIG=/design/flow/config.mk WORK_HOME=/design/flow/orfs finish
```
**flow/config.mk**
```make
export PLATFORM = sky130hd
export DESIGN_NAME = ButtonCount
export DESIGN_NICKNAME = ButtonCount
export VERILOG_FILES = /design/flow/design.v
export SDC_FILE = /design/flow/constraint.sdc
export NUM_CORES = 4
export LEC_CHECK = 1
export CORE_UTILIZATION = 50
```
**flow/constraint.sdc**
```tcl
current_design ButtonCount

set clk_period 13.8
set clk_io_pct 0.2

create_clock -name clk0 -period $clk_period [get_ports {clk}]

set non_clock_inputs [all_inputs -no_clocks]
set_input_delay [expr $clk_period * $clk_io_pct] -clock clk0 $non_clock_inputs
set_output_delay [expr $clk_period * $clk_io_pct] -clock clk0 [all_outputs]
```
==> notes.md <==
impl run done, here's what came out: tool warnings 36, Post-DP HPWL 7090 um, P_leak 2.52 nW, Root Driver clkbuf_16, Synth area leaders edfxtp_1, dfxtp_1, xor2_1, Simple Share, Synth 18.3%, global-route wire length before repair 18,400 um, fin crit share 40.3%, fin cells 795, minimum clock period 5.56 ns, # IOs 19, gr ovfl total 0, RR Startpoint d0[0], post-route clock skew 0.00475 ns, DR WL/cell 13.3 um, Post-DRT Antenna Nets 0, Synth area leader edfxtp_1, Compound Share, Synth 8.45%, Via Count 4,195, MI comb area 2930 um2, M2 GR Usage 27.4%, Min-Delay Endpoint DB.sync2, Num CTS Buffers 17, pwr dens 116 nW/um2, syn_area_per_cell 10.6 um2, synthesis area per yosys 6200 um2, initial antenna violation count 0, CTS tree built, RSZ-0062 raised after global routing no, Dominant comb cell simple AND/OR/NAND/NOR gates, ANT cells 0, Die Area 12,900 um2, Final Hold Viols 0, Slew headroom 47.5%, Initial DRC Count 315, synthesized cell area 6200 um2, Max IR drop VDD 0.0000919 V, Die Y 113 um, Placer Congestion 0.891, CTS H-Tree Depth 4, XOR Share, Synth 10.7%, global-route met1 utilization 32.4%, count leader, synth nand2_1, pin count of the biggest net entering global routing 41, top cells by count, synth nand2_1, edfxtp_1, nor2_1, dfxtp_1, xor2_1, Hold Buf Count CTS 0, hold_sp DB.sync1, dominant register cell edfxtp_1, layout cells sized above 1 9.89%, Yosys Instances 588, Fill cells 998, # DRC 0, worst min path class reg2reg, clock sink total 122, Init Core Util 51.4%, Post-synth ARST share 0%, # setup viols final 0, core area 12,100 um2, total track usage 18.8%, number of instances resized during post-cts repair 0, Synth Seq Share 50.8%, Adder-Cell Fraction of Synth Area 5.24%, Min-Delay Path Depth 0, port bufs 17, site row count 40, die width 113 um, flops out of synthesis 122, vias in the first global route 3,876, Final Util 59.3%, drt pass-1 iters 4, Max-Cap Viols 0, cell count of the worst reg-to-reg path 14, fmax 0.180 GHz, GRT met3 Usage 3.36%, distinct lib cells 60, CP endpoint kind flop, Fin Setup TNS 0 ns, final hold slack 0.326 ns, Area growth syn-to-layout 15.4%, GRT busiest layer met1, register area 3150 um2, Top-area cell share 34.4%, Max Fanout on Critical Path 11, number of enable flip-flop cells 71, RR Endpoint d1[3], critical path class reg2reg, worst path required time 13.96 ns, Placed Cells incl. Taps 763, Startpoint Class flop, Reg2Reg Setup Slack 8.24 ns, Routed Wire Length 10,600 um, Max Slew Vio Count 0, clock latency (worst-skew pair) 0.41 ns, Arr. time, crit path 5.72 ns, worst slew pin tran 0.787 ns, Via density 5.28, Post-CTS Setup Repair Bufs 0, Reg clk slew, reported paths 0.06 ns, CTS max path bufs 2, Yosys warning total 6, status finished clean, mux share 4.24%, Syn Inst Count 588
[flip-flops by register name (all words and copies together), names as in the netlist, 7 cells and up]
name / cells
rs232tx.Tx_shift: 8
tx_to_send: 8
led.segment: 7
led.digit: 8
rs232tx.baud.Acc: 17
hz.cnt: 15
DB.PB_cnt: 16
[cells in the final DEF, fill, tap and decap left out, types with 5 or more instances in the layout]
master | netlist | layout
dfxtp_1 | 51 | 51
nor2_1 | 56 | 56
mux2i_1 | 9 | 9
o21ai_0 | 16 | 16
a21oi_1 | 16 | 16
nand4_1 | 9 | 9
nand3_1 | 29 | 29
xnor2_1 | 37 | 37
nand2_1 | 79 | 79
and3_1 | 11 | 11
inv_1 | 20 | 20
nand2b_1 | 8 | 8
edfxtp_1 | 71 | 71
or3_1 | 5 | 5
clkdlybuf4s50_1 | 0 | 17
xor2_1 | 39 | 39
ha_1 | 26 | 26
mux2_2 | 14 | 14
clkbuf_16 | 0 | 17
[where the power goes]
part           internal (mW)  total (mW)  switching, mW
combinational        0.00135     0.00275        0.00140
sequential             0.382       0.383       0.000650
clock                  0.284       0.448          0.164
[worst max-delay path: stages (launching register included)]
cell	delay (ns)
edfxtp_1	0.50
ha_1	0.29
nand4bb_1	0.29
a211o_1	0.42
and3_4	0.21
or4b_1	0.47
a22oi_2	0.51
mux2i_1	0.47
mux2_4	0.35
or3_1	0.38
a22oi_2	0.44
nand4_2	0.18
a32oi_4	0.40
a311oi_1	0.16
a41o_1	0.23
[kinds of logic (layout without fill, tap and decap cells)]
logic type	count (synthesis)	after routing
adders and majority gates	26	26
other	1	1
AOI/OAI and AO/OA	72	72
DFF	122	122
xor gates and xnor gates	76	76
buffers and inverters	33	72
and+or+nand+nor	234	234
muxes	24	24
[layer usage]
layer | wire length, um | up-vias | part of all wire, %
met5 | 0 | - | 0
met4 | 92 | 0 | 0.87
met3 | 313 | 6 | 3.0
met2 | 4750 | 59 | 45
met1 | 5420 | 1966 | 51
li1 | - | 2164 | -
[worst max-delay path by stage]
| stage | startpoint | end | slack (ns) |
|---|---|---|---|
| final | d0[0] | d1[3] | 8.24 |
| after global routing | d0[0] | d1[3] | 7.85 |
| after CTS | d0[0] | d1[3] | 8.24 |
[stage by stage]
stage	setup slack [ns]	area, um2	power, mW
global placement	8.38	6560	0.393
floorplan	9.09	6200	0.392
CTS	8.24	7160	0.842
detailed placement	8.27	6560	0.393
global route	7.85	7160	0.859
finish	8.24	7160	0.833
[layout make-up]
cell class	instances	share of cell area (%)
Clock buffer	17	5.94
Clock inverter	15	2.43
Inverter	20	1.05
Multi-Input combinational cell	433	40.9
Sequential cell	122	44.1
Tap cell	168	2.94
Timing Repair Buffer	20	2.69
Power is estimated from default activity; no workload was simulated.
